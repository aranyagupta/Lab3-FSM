--- /design/flow/design.v ---
module delay #(
	parameter WIDTH = 8     
)(
    input   logic               clk,         
    input   logic               rst,         
    input   logic               trigger,     
    input   logic [WIDTH-1:0]   n,           
    output  logic               time_out     
);
    logic [WIDTH-1:0]   count = {WIDTH{1'b0}};             
    typedef enum {IDLE, COUNTING, TIME_OUT, WAIT_LOW}  my_state;
    my_state current_state, next_state;
    always_ff @(posedge clk)
        if (rst | trigger | count=={WIDTH{1'b0}}) count <= n - 1'b1;
        else                                count <= count - 1'b1;
    always_ff @(posedge clk)
        if (rst)    current_state <= IDLE;
        else        current_state <= next_state; 
    always_comb
        case (current_state)
            IDLE:       if (trigger==1'b1)  next_state = COUNTING;
                        else    next_state = current_state;
            COUNTING:   if (count=={WIDTH{1'b0}}) next_state = TIME_OUT;
                        else    next_state = current_state;
            TIME_OUT:   if (trigger==1'b1)  next_state = WAIT_LOW;
                        else    next_state = IDLE;
            WAIT_LOW:   if (trigger==1'b0)  next_state = IDLE;
                        else    next_state = current_state;
            default: next_state = IDLE;
        endcase
    always_comb
        case (current_state)
            IDLE:       time_out = 1'b0;
            COUNTING:   time_out = 1'b0;
            TIME_OUT:   time_out = 1'b1;
            WAIT_LOW:   time_out = 1'b0;
            default:    time_out = 1'b0;
        endcase
endmodule
--- /design/flow/run.sh ---
#!/bin/bash
# OpenROAD 26Q1-2900-gdf79404cd8, Yosys 0.63+post, stock flow scripts
make -C /OpenROAD-flow-scripts/flow DESIGN_CONFIG=/design/flow/config.mk WORK_HOME=/design/flow/orfs finish
--- /design/flow/config.mk ---
export PLATFORM = sky130hd
export DESIGN_NAME = delay
export DESIGN_NICKNAME = delay
export VERILOG_FILES = /design/flow/design.v
export SDC_FILE = /design/flow/constraint.sdc
export NUM_CORES = 4
export LEC_CHECK = 1
export CORE_AREA = 10 10 70 70
export DIE_AREA = 0 0 80 80
--- /design/flow/constraint.sdc ---
current_design delay

set clk_period 2.5
set clk_io_pct 0.2

create_clock -name clk0 -period $clk_period [get_ports {clk}]

set non_clock_inputs [all_inputs -no_clocks]
set_input_delay [expr $clk_period * $clk_io_pct] -clock clk0 $non_clock_inputs
set_output_delay [expr $clk_period * $clk_io_pct] -clock clk0 [all_outputs]
==> impl_metrics.prom <==
# HELP chip_impl_metric Implementation results
# TYPE chip_impl_metric gauge
chip_impl_info{name="timing.rr.start",value="count[7]"} 1
chip_impl_metric{name="timing.fmax",unit="MHz"} 432
chip_impl_metric{name="compound_area_share",unit="%"} 22.9
chip_impl_metric{name="finalCriticalPeriod",unit="ns"} 2.32
chip_impl_metric{name="post_drt_via_cell_ratio",unit=""} 4.37
chip_impl_metric{name="post_layout_total_power",unit="uW"} 488
chip_impl_metric{name="chip_area",unit="um^2"} 6400
chip_impl_info{name="critical_path.startpoint_type",value="flop"} 1
chip_impl_info{name="critical_path_class",value="flop to flop"} 1
chip_impl_metric{name="clkSinkCount",unit=""} 12
chip_impl_metric{name="finish.instance_area",unit="um^2"} 840
chip_impl_metric{name="yosys_register_bits",unit=""} 12
chip_impl_metric{name="grt_usage",unit="%"} 4.31
chip_impl_metric{name="post-route-worst-setup-slack",unit="ns"} 0.185
chip_impl_metric{name="routed-via-count",unit=""} 568
chip_impl_metric{name="cp_slowest_stage_delay",unit="ns"} 0.58
chip_impl_metric{name="edf_count",unit=""} 0
chip_impl_metric{name="drtAntennaViolNets",unit=""} 0
chip_impl_metric{name="timing.reg2reg.setup_slack",unit="ns"} 0.18
chip_impl_metric{name="mux_share",unit="%"} 6.26
chip_impl_metric{name="clk_latency",unit="ns"} 0.27
chip_impl_metric{name="clk_transition_reported_paths",unit="ns"} 0.08
chip_impl_metric{name="die_width",unit="um"} 80
chip_impl_metric{name="synth-xor-area-share",unit="%"} 6.85
chip_impl_metric{name="boundaryPins",unit=""} 12
chip_impl_metric{name="yosysChipArea",unit="um^2"} 639
chip_impl_metric{name="dp.cells",unit=""} 126
chip_impl_info{name="hold_path.startpoint",value="current_state[2]"} 1
chip_impl_info{name="synth.largest_area_cell",value="dfxtp_1"} 1
chip_impl_metric{name="top_area_share",unit="%"} 37.6
chip_impl_metric{name="synth.distinct_cells",unit=""} 28
chip_impl_metric{name="design.core.area",unit="um^2"} 3420
chip_impl_metric{name="ir_worst_vdd",unit="V"} 0.000266
chip_impl_metric{name="layout-area-overhead-vs-synth",unit="%"} 31.3
chip_impl_metric{name="worst-path-max-fanout",unit=""} 7
chip_impl_metric{name="skew",unit="ns"} 0.00369
chip_impl_metric{name="finalSetupViolations",unit=""} 0
chip_impl_metric{name="yosys.area_share.adder",unit="%"} 1.96
chip_impl_metric{name="cts.repair.resized",unit=""} 0
chip_impl_info{name="critPathTopFamily",value="simple AND/OR/NAND/NOR gates"} 1
chip_impl_metric{name="cts-hold-fix-buffers",unit=""} 0
chip_impl_metric{name="timing_worst_slew_pin_value",unit="ns"} 0.563
chip_impl_metric{name="syn-mean-instance-area",unit="um^2"} 9.01
chip_impl_metric{name="pre_cts_ws",unit="ns"} 0.211
chip_impl_metric{name="fin_crit_sh",unit="%"} 92.6
chip_impl_metric{name="wl_per_cell",unit="um"} 11.1
chip_impl_info{name="synthTopCellsByArea",value="dfxtp_1 (38%), mux2i_1 (6.3%), xor2_1 (5.5%)"} 1
chip_impl_metric{name="placed_wire_length_estimate",unit="um"} 1130
chip_impl_metric{name="synth.yosys.warnings",unit=""} 1
chip_impl_info{name="netlist_logic_family_top",value="AND-OR/OR-AND gates"} 1
chip_impl_metric{name="worstPathArrival",unit="ns"} 2.47
chip_impl_info{name="rsz0062_at_grt",value="no"} 1
chip_impl_info{name="worstHoldPathType",value="flop to flop"} 1
chip_impl_metric{name="drt_first_pass_iters",unit=""} 4
chip_impl_metric{name="whs_path_depth",unit=""} 1
chip_impl_info{name="worstPathCellList",value="or4_4, o41ai_4, mux2i_1, ha_1, nand3_1, xor2_1"} 1
chip_impl_info{name="crit_slowest_cell",value="or4_4"} 1
chip_impl_metric{name="simple_gate_share",unit="%"} 22.1
chip_impl_metric{name="iteration_0_drc_count_of_the_detailed_router",unit=""} 16
chip_impl_metric{name="initial_antenna_violation_count",unit=""} 0
chip_impl_metric{name="max_cap_viol_count",unit=""} 0
chip_impl_info{name="reg2reg_to",value="count[4]"} 1
chip_impl_metric{name="grt_first_pass_wirelength",unit="um"} 2320
chip_impl_metric{name="cp_data_required_time",unit="ns"} 2.65
chip_impl_metric{name="cellPowerDensity",unit="nW/um^2"} 581
chip_impl_metric{name="setup-tns-final",unit="ns"} 0
chip_impl_metric{name="grt_pass1_vias",unit=""} 530
chip_impl_metric{name="leakage",unit="nW"} 0.297
chip_impl_metric{name="gr-total-overflow",unit=""} 0
chip_impl_metric{name="post_synth_inst_count",unit=""} 71
chip_impl_metric{name="depth_of_the_worst_register_to_register_path",unit=""} 6
chip_impl_metric{name="cts_inserted_buffers",unit=""} 3
chip_impl_metric{name="largest_net_degree_at_the_start_of_global_routing",unit=""} 11
chip_impl_metric{name="gp_congestion",unit=""} 0.847
chip_impl_metric{name="placement.cell_area",unit="um^2"} 803
chip_impl_metric{name="die_height",unit="um"} 80
chip_impl_metric{name="final_cells",unit=""} 130
chip_impl_metric{name="asyncSetResetFlopFracSynth",unit="%"} 0
chip_impl_info{name="clock_tree_from_tritoncts",value="done"} 1
chip_impl_metric{name="synth-seq-area-share",unit="%"} 37.6
chip_impl_metric{name="antennaDiodeCount",unit=""} 0
chip_impl_metric{name="syn-cell-area",unit="um^2"} 639
chip_impl_metric{name="clk_path_buf_depth",unit=""} 2
chip_impl_metric{name="report.final.slew_viol_count",unit=""} 0
chip_impl_info{name="postSynth.topFlopCell",value="dfxtp_1"} 1
chip_impl_metric{name="log.warning_count",unit=""} 25
chip_impl_info{name="ys_top_cells_by_count",value="dfxtp_1 (12), nor2_1 (6), nor3_1 (6)"} 1
chip_impl_metric{name="routed_wl",unit="um"} 1450
chip_impl_info{name="yosys.cell_count.top_type",value="dfxtp_1"} 1
chip_impl_metric{name="cts.repair_timing.setup_buffer_count",unit=""} 0
chip_impl_metric{name="floorplan.rows",unit=""} 21
chip_impl_metric{name="ys_cells",unit=""} 71
chip_impl_info{name="cts.root.buffer_cell",value="clkbuf_4"} 1
chip_impl_metric{name="drive_above_1_share",unit="%"} 13.1
chip_impl_info{name="outcome",value="finished, final reports clean"} 1
chip_impl_metric{name="crit_buf_inv",unit=""} 0
chip_impl_metric{name="detail_route.drc_violations",unit=""} 0
chip_impl_metric{name="port_buffers",unit=""} 11
chip_impl_info{name="end_kind",value="flop"} 1
chip_impl_metric{name="htreeDepth",unit=""} 1
chip_impl_metric{name="timing_hold_violations_final",unit=""} 0
chip_impl_info{name="hold-path-endpoint",value="current_state[1]"} 1
chip_impl_metric{name="initial_utilization",unit="%"} 18.7
chip_impl_metric{name="timing.max_slew.rel_slack",unit="%"} 62.3
[how the worst max path moves through the flow]
stage / cells after the start / end / slack, ns / from
CTS: 6 / count[4] / 0.18 / count[7]
finish: 6 / count[4] / 0.18 / count[7]
global route: 6 / count[4] / 0.11 / count[7]
[logic make-up (layout without fill, tap and decap cells)]
family / count (synthesis) / count (layout)
AND-OR/OR-AND: 19 / 19
AND/OR/NAND/NOR: 26 / 26
flip-flops: 12 / 12
multiplexers: 4 / 4
buffers and inverters: 4 / 17
adder cells (fa/ha/maj): 1 / 1
XOR/XNOR: 5 / 5
[layout by cell type (no fill, tap or decap), drive strengths merged]
cell / count
a21oi: 4
o21ai: 4
a22oi: 5
ha: 1
o22ai: 1
o21bai: 1
or4: 3
nor3: 6
inv: 1
o21a: 2
buf: 1
or3: 1
mux2i: 4
nand2: 3
or2: 2
clkdlybuf4s50: 11
xor2: 4
xnor2: 1
clkbuf: 4
nand3: 2
nor4: 1
nor3b: 2
nor2: 6
o31ai: 1
dfxtp: 12
o41ai: 1
[registers in the layout (all words and copies together) (netlist names)]
name / cells
current_state: 4
count: 8
[routing by layer]
metal | GRT usage, % | part of all wire, % | wire length, um | vias up
met5 | 0 | 0 | 0 | -
li1 | - | - | - | 293
met2 | 6.26 | 45 | 646 | 9
met4 | 1.06 | 1.3 | 19 | 0
met1 | 5.90 | 49 | 711 | 264
met3 | 1.59 | 4.9 | 71 | 2
[per-stage QoR]
stage          util, %  hold WS [ns]
3_5_place_dp      23.5         0.467
6_report          24.6         0.479
3_3_place_gp      23.5         0.460
2_1_floorplan        -         0.453
4_1_cts           24.6         0.480
5_1_grt           24.6         0.519
[report_power, final]
group	internal, mW	leakage, nW	switching (mW)
combinational	0.0490	0.176	0.0469
sequential	0.215	0.100	0.0259
clock	0.0883	0.0210	0.0631
[layout make-up]
type | instances | area, um^2
Inverter | 1 | 3.75
Fill cell | 371 | 2580
Timing Repair Buffer | 12 | 118
Tap cell | 46 | 57.6
Multi-Input combinational cell | 55 | 384
Clock buffer | 4 | 36.3
Sequential cell | 12 | 240
Power is estimated from default activity; no workload was simulated.
