File: design/flow/config.mk
export PLATFORM = sky130hd
export DESIGN_NAME = top
export DESIGN_NICKNAME = top
export VERILOG_FILES = /design/flow/design.v
export SDC_FILE = /design/flow/constraint.sdc
export NUM_CORES = 4
export LEC_CHECK = 1
export CORE_AREA = 10 10 94 94
export DIE_AREA = 0 0 104 104
File: design/flow/constraint.sdc
current_design top

set clk_period 5.4
set clk_io_pct 0.2

create_clock -name clk0 -period $clk_period [get_ports {clk}]

set non_clock_inputs [all_inputs -no_clocks]
set_input_delay [expr $clk_period * $clk_io_pct] -clock clk0 $non_clock_inputs
set_output_delay [expr $clk_period * $clk_io_pct] -clock clk0 [all_outputs]
File: design/flow/design.v
module f1_fsm(
    input logic rst,
    input logic en,
    input logic clk,
    output logic [7:0] dout
);
typedef enum  {S0, S1, S2, S3, S4, S5, S6, S7, S8 } states;
states current, next;
always_ff @(posedge en, posedge rst) begin
    if (rst) current <= S0;
    else if (en) current <= next;
    else current <= current;
end
always_comb begin
    case (current)
        S0: next = S1;
        S1: next = S2;
        S2: next = S3;
        S3: next = S4;
        S4: next = S5;
        S5: next = S6;
        S6: next = S7;
        S7: next = S8;
        S8: next = S0;
        default: next = S0;
    endcase
    case (current)
        S0: dout = {8'b0};
        S1: dout = {7'b0, 1'b1};
        S2: dout = {6'b0, 2'b11};
        S3: dout = {5'b0, 3'b111};
        S4: dout = {4'b0, 4'b1111};
        S5: dout = {3'b0, 5'b11111};
        S6: dout = {2'b0, 6'b111111};
        S7: dout = {1'b0, 7'b1111111};
        S8: dout = {8'b11111111};
        default: dout = {8'b0};
    endcase
end
endmodule
module clktick #(
	parameter WIDTH = 16
)(
  input  logic             clk,       
  input  logic             rst,       
  input  logic             en,        
  input  logic [WIDTH-1:0] N,     	  
  output logic  		       tick       
);
logic [WIDTH-1:0] count;
always_ff @ (posedge clk)
    if (rst) begin
        tick <= 1'b0;
        count <= N;  
        end
    else if (en) begin
	    if (count == 0) begin
		    tick <= 1'b1;
		    count <= N;
	        end
	    else begin
		    tick <= 1'b0;
		    count <= count - 1'b1;
	        end
        end
endmodule
module top
#(
    parameter WIDTH = 16
)
(
    input logic clk,
    input logic en,
    input logic rst,
    input logic [WIDTH-1:0] N,
    output logic tick,
    output logic [7:0] dout
);
clktick myClockTick(
    .clk (clk),
    .rst (rst),
    .en(en),
    .N (N),
    .tick(tick)
);
f1_fsm myF1(
    .clk (clk),
    .rst (rst),
    .en (tick),
    .dout (dout)
);
endmodule
File: design/flow/run.sh
#!/bin/bash
# OpenROAD 26Q1-2900-gdf79404cd8, Yosys 0.63+post, stock flow scripts
make -C /OpenROAD-flow-scripts/flow DESIGN_CONFIG=/design/flow/config.mk WORK_HOME=/design/flow/orfs finish
==> out/metrics.yaml <==
final_timing:
  tightest_slew_ns: 0.539
  untimed_endpoints: 12
  clock_skew_ns: 0.00211
  fin_ws_ns: 2.88
  fin_tns_setup_ns: 0
  finalCritPeriodShare_pct: 46.7
  hold_violations: 0
  rsz0062_at_grt: "no"
  unclocked_regs: 4
  maxSlewHeadroom_pct: 64.0
  period_needed_ns: 2.52
  finalSetupViolCount: 0
  drv_slew: 0
  clock.fmax_mhz: 397
global_routing:
  grt_pass1_vias: 945
  grtUsageTotal_pct: 4.84
  overflow: 0
  antenna_found_initial: 0
  grt_pass1_wl_um: 4450
  grt_start_max_net_pins: 17
drt:
  antenna_cells: 0
  firstDrtPassIters: 4
  ant_nets: 0
  num_vias: 895
  drc: 0
  wire_per_inst_um: 10.8
  via_per_inst: 3.73
  routed_wl_um: 2580
  drt_iter0_markers: 60
logic_synthesis:
  synthArstFlopShare_pct: 19.0
  synth-seq-cells: 21
  synth_stat.cells: 115
  netlist.area_leader.share_pct: 35.0
  synth-area-yosys_um2: 1370
  ys_seq_share_pct: 43.8
  edf_count: 16
  synthCells: 115
  yosys_warnings: 2
  top_area_cell: "edfxtp_1"
  synth-main-ff-cell: "edfxtp_1"
  netlist_area_um2: 1370
  ys_types: 35
  yosys-top-cells-area: "edfxtp_1, mux2_4, dfrtp_1"
  syn_area_per_cell_um2: 11.9
final_layout:
  most-common-layout-cells: "clkdlybuf4s50_1, edfxtp_1, xnor2_1, nor2_1, mux2_4"
  area_growth_pct: 30.2
  postLayoutCoreUtil_pct: 26.1
  drive_gt1_share_pct: 18.1
  final_area_um2: 1790
  num-fill-cells: 745
  lay_top_count: "clkdlybuf4s50_1"
clocking:
  path_clk_slew_ns: 0.06
  root_buffer: "clkbuf_8"
  cts-resized-gates: 0
  post_cts.repair.setup_buffers: 0
  cts_max_level: 1
  cts_tree: "done"
  clockBufferDepth: 2
  cts_hold_buf: 0
  numCtsBuffers: 3
  clk_latency_ns: 0.25
critical_path:
  arrival_ns: 2.52
  cp-startpoint: "rst"
  reg2reg_slack_ns: 3.36
  reg2reg_from: "myClockTick.count[0]"
  path_buffers: 1
  path_cells: "clkdlybuf4s50_1 -> nor2_4 -> mux2_2"
  required_ns: 5.40
  worstPathMaxFanout: 15
  critPathLaunchType: "input pin"
  cp_slowest_stage_delay_ns: 0.54
  crit_family: "buffers and inverters"
  critPathSlowestCell: "clkdlybuf4s50_1"
  criticalPathCategory: "input pin to flop"
  crit_path_end_kind: "flop"
placed_design:
  port_buffers: 27
  hpwl_um: 2050
  dpl_worst_slack_ns: 2.60
  postPlaceCellArea_um2: 1740
  gp_congestion: 0.794
run:
  warnings: 29
  maxCapViolCount: 0
floorplanning:
  core_area_um2: 6830
  die_h_um: 104
  die_width_um: 104
  placementRows: 30
  fp_util_pct: 20.1
  chip_area_um2: 10800
  num_io_pins: 28
run_status:
  status: "completed"
worst_hold_path:
  hold_path_class: "flop to flop"
  min_from: "myClockTick.tick"
power_and_ir_drop:
  p_per_area_nw_per_um2: 194
  peakVddDrop_mv: 0.102
  total_power_w: 0.000346
  power.leakage_nw: 0.693
## routing by layer
metal	global-route usage, %	share of wire [%]	vias up	wire length, um
met5	0	0	-	0
met4	0.298	0.66	0	17
met3	2.38	9.0	2	233
met2	7.43	43	23	1120
met1	6.31	47	396	1210
li1	-	-	474	-
## kinds of logic (layout without fill, tap and decap cells)
group,after synthesis,in the layout,synth area share (%)
AND/OR/NAND/NOR,38,38,18.4
AND-OR/OR-AND,10,10,4.29
flip-flops,21,21,43.8
multiplexers,16,16,15.4
adder cells (fa/ha/maj),6,6,5.47
XOR/XNOR,13,13,8.30
buffers and inverters,11,40,4.29
## state kept, by name (all words and copies together) (netlist names)
| signal | count |
|---|---|
| myClockTick.count | 16 |
| myClockTick.tick | 1 |
| myF1.current | 4 |
## stage by stage
stage | hold WS [ns] | instances
global placement | 0.561 | 236
global route | 0.671 | 240
CTS | 0.582 | 240
finish | 0.573 | 240
floorplan | 0.508 | 115
detailed placement | 0.567 | 236
## worst min-delay path, delay by kind of cell (launching register included)
family	cells	cell delay (ns)
flip-flops	1	0.35
multiplexers	1	0.13
AND/OR/NAND/NOR	1	0.05
## area by class of cell
class / count / area [um2] / area share, %
Multi-Input combinational cell: 83 / 712 / 39.9
Sequential cell: 21 / 601 / 33.6
Timing Repair Buffer: 28 / 278 / 15.6
Tap cell: 96 / 120 / 6.73
Clock buffer: 4 / 45.0 / 2.52
Inverter: 8 / 30.0 / 1.68
## synthesized netlist by cell type (2+ instances only)
| master | number |
|---|---|
| ha_1 | 6 |
| nand4_1 | 3 |
| edfxtp_1 | 16 |
| mux2_2 | 5 |
| nand2b_1 | 2 |
| xor2_1 | 3 |
| nand4b_1 | 3 |
| nor4_2 | 2 |
| nor2_1 | 10 |
| nand2_1 | 2 |
| or2_2 | 2 |
| inv_1 | 8 |
| nor2b_1 | 2 |
| nand3b_1 | 2 |
| dfrtp_1 | 4 |
| xnor2_1 | 10 |
| mux2i_1 | 2 |
| mux2_4 | 9 |
| nand3_1 | 2 |
| o21ai_0 | 7 |
## final timing paths
| check | to | cells past startpoint |
|---|---|---|
| max | myClockTick.count[3] | 3 |
| min | myClockTick.tick | 2 |
| max reg2reg | myClockTick.count[3] | 6 |
| min reg2reg | myClockTick.tick | 2 |
## where the power goes
part           leakage, nW  internal [W]  switching [W]
clock network       0.0228     0.0000522      0.0000399
logic                0.453     0.0000447      0.0000274
registers            0.218      0.000165      0.0000169
total                0.693      0.000261      0.0000842
No activity file was given, so power comes from the tool's default toggle rates.
